--- /design/flow/run.sh ---
#!/bin/bash
# OpenROAD 26Q1-2900-gdf79404cd8, Yosys 0.63+post, stock flow scripts
make -C /OpenROAD-flow-scripts/flow DESIGN_CONFIG=/design/flow/config.mk WORK_HOME=/design/flow/orfs finish
--- /design/flow/config.mk ---
export PLATFORM = sky130hd
export DESIGN_NAME = Top_Level_design
export DESIGN_NICKNAME = Top_Level_design
export VERILOG_FILES = /design/flow/design.v
export SDC_FILE = /design/flow/constraint.sdc
export NUM_CORES = 4
export LEC_CHECK = 1
export CORE_AREA = 10 10 95 95
export DIE_AREA = 0 0 105 105
--- /design/flow/constraint.sdc ---
current_design Top_Level_design

set clk_period 4.1
set clk_io_pct 0.2

create_clock -name clk0 -period $clk_period [get_ports {clk}]

set non_clock_inputs [all_inputs -no_clocks]
set_input_delay [expr $clk_period * $clk_io_pct] -clock clk0 $non_clock_inputs
set_output_delay [expr $clk_period * $clk_io_pct] -clock clk0 [all_outputs]
--- /design/flow/design.v ---
module ControlUnit
	(input go,
	 input done,
	 input ax,
	 output init,
	 output dec_i,
	 output inc_tr,
	 input reset,
	 input clk
);
wire [2:0] A,B, inData, address;
wire [1:0] select2;
wire 		  select1;
wire [10:0] data;
wire w1,w2,w3;
assign w1      = data[0];
assign w2      = data[1];
assign w3      = data[2];
assign A       = data[5:3];
assign B       = data[8:6];
assign select2 = data[10:9];
assign dec_i   = w1;
assign inc_tr  = w2;
assign init    = w3;
ROM8_11    R0( address  ,data);
MUX2_1     M1( select1  ,inData  ,B    ,A);
MUX4_1     M2( select2  ,select1    ,go   ,done ,ax ,1'b1);
register_3 R1( inData   ,address ,reset, 1'b1 ,clk);
endmodule
module CountNox #(parameter SIZE=8)(
	 input   [7:0]  dataIn,
	 input   [7:0]  x,
	 output  [7:0]  freq,
	 output  [7:0]  address,
	 input 			 reset,
	 input 			 go,
	 output 			 done,
    input 			 clk
);
wire dec_i, init, inc_tr;
ControlUnit         CU (go, done, ax, init, dec_i, inc_tr, reset, clk);
Datapath    #(SIZE) DP (dataIn, x, 8'b1111_1111, 8'b0, init, dec_i, inc_tr, clk, freq, address, done, ax);
endmodule
module Datapath #(parameter SIZE=8) (
	 input   [SIZE-1:0]  dataIn,
	 input   [SIZE-1:0]  input_x,
	 input   [SIZE-1:0]  input_i,
	 input   [SIZE-1:0]  input_tr,
    input 			 init,
    input 			 dec_i,
    input 			 inc_tr,
	 input 			 clk,
	 output [SIZE-1:0] freq,
	 output [SIZE-1:0] address,
	 output done,
	 output ax
);
wire  [7:0] x_data, i_data, tr_data;
wire        i_zero ;
assign ax = (dataIn != x_data);
assign i_zero = !(i_data > 8'b0);
assign address = i_data;
register         x_reg     (input_x , x_data  , clk);
register         freq_reg  (tr_data  , freq    , clk);
register_1       done_reg  (i_zero  , done    , clk);
counter  #(SIZE) i         (input_i , i_data  , init   , dec_i, 0     , clk);
counter  #(SIZE) tr        (input_tr, tr_data , init   , 0    , inc_tr, clk);
endmodule
module MUX2_1(
	 input     select,
	 output reg  [2:0]  data,
	 input [2:0] A,
	 input [2:0] B
);
always @(*)
     case(select)
        1'b0: data = A;
		  1'b1: data = B;
     endcase
endmodule
module MUX4_1(
	 input     [1:0] select,
	 output reg   data,
	 input  go,
	 input  done,
	 input  ax,
	 input  one
);
always @(*)
     case(select)
        2'b00: data = go;
		  2'b01: data = done;
		  2'b10: data = ax;
		  2'b11: data = one;
     endcase
endmodule
module ROM #(parameter SIZE=8) (
	 input   [SIZE-1:0]  address,
	 output reg  [SIZE-1:0]  data
);
always @(address)
     case(address)
        8'b0000_0000: data = 8'b0000_0000; 
        8'b0001_0001: data = 8'b0000_0001; 
        8'b0010_0010: data = 8'b0000_0001; 
        8'b0011_0011: data = 8'b0000_0001; 
        8'b0100_0100: data = 8'b0000_0001; 
        8'b0101_0101: data = 8'b0000_0001; 
        8'b0110_0110: data = 8'b0000_0001; 
        8'b0111_0111: data = 8'b0000_0001; 
        default: data = 8'b0000_0000;
     endcase
endmodule
module ROM8_11(
	 input   [2:0]  address,
	 output reg  [10:0]  data
);
always @(address)
     case(address)
        3'b000: data = 11'b00_000_001_0_0_0; 
        3'b001: data = 11'b11_010_010_1_0_0; 
        3'b010: data = 11'b01_011_000_0_0_0; 
        3'b011: data = 11'b10_010_100_0_0_1; 
        3'b100: data = 11'b11_010_010_0_1_0; 
        default: data = 11'b00_000_000_0_0_0;
     endcase
endmodule
    module register
	(input   [7:0] inData,
	 output reg  [7:0] outData,
    input clk);
    always @(posedge clk)
    begin
		outData = inData;  
    end  
endmodule 
module Top_Level_design #(parameter SIZE=8) (
	 input   [7:0]  x,
	 output  [7:0]  freq,
	 input go,
	 output done,
	 input reset,
    input clk
);
wire [7:0] address, data; 
CountNox #(SIZE) CN      (data, x, freq, address, reset, go, done, clk);
ROM      #(SIZE) ROM_11  (address, data);
endmodule
module counter #(parameter SIZE=8)
	(input       [7:0]  numberIn,
	 output  reg [7:0]  numberOut,
	 input load,
    input dec,
	 input inc,
    input clk);
always @(posedge clk)
if (load) begin  
numberOut <= numberIn ;
end else if (inc) begin
numberOut <= numberOut + 1;
end else if (dec) begin
numberOut <= numberOut - 1;
end endmodule
    module register_1
	(input   inData,
	 output reg  outData,
    input clk);
    always @(posedge clk)
    begin
		outData = inData;  
    end  
endmodule 
module register_3 
	(input   [2:0] inData,
	 output  [2:0] outData,
	 input reset,
    input load,
    input clk);
	reg  [2:0] data;
	assign outData  = data;
	always @(posedge clk)
	begin
		   if(reset)  
			data <= 0;
			else if(load) data <= inData;
	end
endmodule
==> results.sh <==
# physical design summary
export IMPL_outcome="finished clean"
export IMPL_die_y_um=105
export IMPL_cts_path_max_buffers=2
export IMPL_power_share_combinational=0.045
export IMPL_p_sw_frac=0.204
export IMPL_holdBufCountCts=0
export IMPL_clock_sinks=38
export IMPL_cp_slowest_cell="clkdlybuf4s50_1"
export IMPL_drive_gt1_frac=0.0719
export IMPL_cts_tree="done"
export IMPL_maxSlewViolCount=0
export IMPL_fmax_mhz=503
export IMPL_critPathLaunchType="register"
export IMPL_pre_cts_ws_ps=2310
export IMPL_route_met3_wl_um=99
export IMPL_seq_area_um2=761
export IMPL_async_reset_ff_frac=0
export IMPL_critPathBufInv=1
export IMPL_initCoreUtil=0.201
export IMPL_hold_path_class="reg2reg"
export IMPL_die_area_mm2=0.0110
export IMPL_antennaDiodeCount=0
export IMPL_wl_met2_um=1080
export IMPL_tns_ps=0
export IMPL_h_tree_depth=2
export IMPL_drc=0
export IMPL_n_fill_cell=757
export IMPL_yosysTopAreaCell="dfxtp_1"
export IMPL_fin_skew_ps=6.22
export IMPL_seqPwrFrac=0.537
export IMPL_fin_crit_ps=1990
export IMPL_worst_slack_ps=2110
export IMPL_grt_pass1_vias=924
export IMPL_end_kind="output pin"
export IMPL_clockRootBuffer="clkbuf_8"
export IMPL_postCtsSetupBuffers=0
export IMPL_design_area_mm2=0.00178
export IMPL_die_w_um=105
export IMPL_synth_seq_share=0.549
export IMPL_peakVddDrop_uv=167
export IMPL_arrival_ps=1170
export IMPL_critical_path_required_ps=3280
export IMPL_internal_power_uw=579
export IMPL_finalHoldViolCount=0
export IMPL_avgSynthCellArea_um2=10.6
export IMPL_postPlaceCellArea_mm2=0.00167
export IMPL_cp_top_family="buffers and inverters"
export IMPL_finalSetupViolations=0
export IMPL_utilization=0.258
export IMPL_grt_max_degree=20
export IMPL_logic_area_um2=587
export IMPL_yosys_top_cells_count="dfxtp_1 (38), nand2_1 (9), nor3_1 (7)"
export IMPL_hold_ws_ps=369
export IMPL_grt_overflow_total=0
export IMPL_critPathMaxStageDelay_ps=500
export IMPL_synth_warnings=11
export IMPL_cts_buffers=5
export IMPL_synth_area_mm2=0.00139
export IMPL_first_iter_violations=32
export IMPL_edf_count=0
export IMPL_port_buffers=19
export IMPL_clk_pin_slew_worst_paths_ps=80
export IMPL_warning_count=28
export IMPL_synth_top_cell_area_share=0.549
export IMPL_topCellsByArea="dfxtp_1 (55%), ha_1 (4.5%), xor2_1 (3.8%)"
export IMPL_rsz0062_at_grt="no"
export IMPL_top_layer="met4"
export IMPL_leakagePower_uw=0.000646
export IMPL_drt_pass1_iterations=4
export IMPL_met1_length_um=1260
export IMPL_tightest_slew_ps=608
export IMPL_drt_wl_total_um=2510
export IMPL_clk_latency_ps=290
export IMPL_place_congestion=0.825
export IMPL_via_count=968
export IMPL_most_common_cell="dfxtp_1"
export IMPL_yosys_stat_area_mm2=0.00139
export IMPL_cp_cell_sequence="clkdlybuf4s50_1"
export IMPL_cts_resized=0
export IMPL_dpl_hpwl_um=1820
export IMPL_core_area_mm2=0.00691
export IMPL_ys_flops=38
export IMPL_antenna_found_initial=0
export IMPL_pin_count=20
export IMPL_maxSlewHeadroom=0.594
export IMPL_cap_violations=0
export IMPL_synth_cell_types=35
export IMPL_via_per_inst=3.89
export IMPL_critPathKind="reg2out"
export IMPL_switching_power_uw=149
export IMPL_track_usage=0.0445
export IMPL_postSynthCellCount=131
export IMPL_area_delta_synth_final_pct=28.6
export IMPL_flop_cell="dfxtp_1"
export IMPL_ys_cells=131
export IMPL_cp_max_fo=2
export IMPL_period_used=0.485
export IMPL_grt_pass1_wl_um=4220
export IMPL_rows=30
export IMPL_power_density_mw_per_mm2=408
export IMPL_routedWlPerCell_um=10.1
export IMPL_clkPwrFrac=0.419
export IMPL_antenna_left=0
==> cell type report <==
| cell class | instances | area share |
|---|---|---|
| well taps | 96 | 0.0674 |
| repair buffers | 19 | 0.107 |
| clock inverters | 3 | 0.0225 |
| clock buffers | 5 | 0.0386 |
| flip-flops and latches | 38 | 0.427 |
| inverters | 4 | 0.00843 |
| multi-input cells | 84 | 0.329 |
==> routing by layer <==
| layer | global-route usage | vias up |
|---|---|---|
| met5 | 0 | - |
| met4 | 0.0118 | 0 |
| met3 | 0.0124 | 7 |
| met2 | 0.0676 | 16 |
| met1 | 0.0610 | 442 |
| li1 | - | 503 |
==> final timing paths <==
check                                                   startpoint                           endpoint  slack (ps)  depth (start not counted)
worst max-delay path                CN.DP.done_reg.outData$_DFF_P_                               done        2110                          1
worst min register to register  CN.DP.tr.numberOut[7]$_SDFFE_PP0P_  CN.DP.freq_reg.outData[7]$_DFF_P_         370                          0
worst max register to register   CN.DP.i.numberOut[0]$_SDFFE_PP1P_           CN.CU.R1.data[2]$_DFF_P_        2380                          5
worst min-delay path            CN.DP.tr.numberOut[7]$_SDFFE_PP0P_  CN.DP.freq_reg.outData[7]$_DFF_P_         370                          0
==> per-stage QoR <==
stage / total power [µW] / std cells
2_1_floorplan: 415 / 131
5_1_grt: 760 / 249
3_5_place_dp: 432 / 241
4_1_cts: 737 / 249
3_3_place_gp: 431 / 241
6_report: 728 / 249
==> power by group through the flow <==
stage | clock [µW] | sequential, µW | combinational, µW
4_1_cts | 313 | 391 | 33.1
5_1_grt | 330 | 392 | 37.8
6_report | 305 | 391 | 32.5
==> flip-flops by register name, summed over array words and instances (netlist names) <==
signal                  cells
CN.DP.done_reg.outData      1
CN.CU.R1.data               5
CN.DP.tr.numberOut          8
CN.DP.i.numberOut           8
CN.DP.x_reg.outData         8
CN.DP.freq_reg.outData      8
==> cell families (layout without fill, tap and decap cells) <==
logic type | after synthesis | in the layout | synth area share
flip-flops | 38 | 38 | 0.549
buffers and inverters | 9 | 31 | 0.0271
XOR/XNOR | 11 | 11 | 0.0696
adder cells (fa/ha/maj) | 5 | 5 | 0.0452
multiplexers | 3 | 3 | 0.0217
AND-OR/OR-AND | 16 | 16 | 0.0813
AND/OR/NAND/NOR | 49 | 49 | 0.206
==> placed cells by master (no fill, tap or decap), drive strengths merged, types with 2 or more instances in the layout <==
cell type	netlist	routed
dfxtp	38	38
clkdlybuf4s50	0	19
nand2	9	9
nor3	7	7
xor2	6	6
nor2	6	6
nand2b	6	6
xnor2	5	5
o21ai	5	5
ha	5	5
clkbuf	2	5
inv	4	4
mux2i	3	3
a21oi	3	3
or3	3	3
nand4	3	3
or3b	3	3
nor3b	2	2
nor4	2	2
o2111ai	2	2
clkinv	0	2
or4	2	2
No activity file was given, so power comes from the tool's default toggle rates.
